==> flow/design.v <==
module adma_cm_xfer_stat
#(
    parameter DMA_DESC_DEPTH    = 4     
) (
    input                           clk,
    input                           rst_n,
    input   [DMA_DESC_DEPTH-1:0]    xfer_done_clear,
    input   [DMA_DESC_DEPTH-1:0]    xfer_done_set,
    output  [DMA_DESC_DEPTH-1:0]    xfer_done,
    input                           chn_xfer_cyclic
);
    localparam  DONE_ST     = 1'b1;
    localparam  NOT_DONE_ST = 1'b0;
    genvar xfer_idx;
    wire    [DMA_DESC_DEPTH-1:0]    xfer_done_clr_in;
    reg     [DMA_DESC_DEPTH-1:0]    xfer_stat;
    assign xfer_done        = xfer_stat;
    assign xfer_done_clr_in = xfer_done_clear | chn_xfer_cyclic;  
generate
for (xfer_idx = 0; xfer_idx < DMA_DESC_DEPTH; xfer_idx = xfer_idx + 1) begin : XFER_STAT_GEN
    always @(posedge clk or negedge rst_n) begin
        if (~rst_n) begin
            xfer_stat[xfer_idx] <= NOT_DONE_ST;
        end
        else begin
            if (xfer_done_set[xfer_idx]) begin   
                xfer_stat[xfer_idx] <= DONE_ST;
            end
            else if (xfer_done_clr_in[xfer_idx]) begin
                xfer_stat[xfer_idx] <= NOT_DONE_ST;
            end
        end
    end
end
endgenerate
endmodule
==> flow/run.sh <==
#!/bin/bash
# OpenROAD 26Q1-2900-gdf79404cd8, Yosys 0.63+post, stock flow scripts
make -C /OpenROAD-flow-scripts/flow DESIGN_CONFIG=/design/flow/config.mk WORK_HOME=/design/flow/orfs finish
==> flow/config.mk <==
export PLATFORM = sky130hd
export DESIGN_NAME = adma_cm_xfer_stat
export DESIGN_NICKNAME = adma_cm_xfer_stat
export VERILOG_FILES = /design/flow/design.v
export SDC_FILE = /design/flow/constraint.sdc
export NUM_CORES = 4
export LEC_CHECK = 1
export CORE_AREA = 10 10 70 70
export DIE_AREA = 0 0 80 80
==> flow/constraint.sdc <==
current_design adma_cm_xfer_stat

set clk_period 1.0
set clk_io_pct 0.2

create_clock -name clk0 -period $clk_period [get_ports {clk}]

set non_clock_inputs [all_inputs -no_clocks]
set_input_delay [expr $clk_period * $clk_io_pct] -clock clk0 $non_clock_inputs
set_output_delay [expr $clk_period * $clk_io_pct] -clock clk0 [all_outputs]
==> run notes <==
The following summarizes the physical implementation.

Clock tree
In this run the deepest clock path goes through 2 buffers. The maximum level of the CTS H-tree is 1. Clock latency on the worst-skew pair, taken at its later pin, is 0.24 ns.

The root buffer cell is sky130_fd_sc_hd__clkbuf_4. The CTS report gives the tree buffer count as 3. TritonCTS built the clock tree. The clock edge transition at the registers on the reported setup and hold paths is 0.04 ns. Buffers inserted to repair hold after CTS numbered 0. The number of clock sinks came to 4.

Logic synthesis
Counting the warning lines in the Yosys log gives 1. For this run, the register share of the synthesized area comes to 0.690. The synthesized flop and latch total is 4. The average instance in the mapped netlist occupies 12.1 um^2.

In the post-synthesis netlist, the biggest area contributors are sky130_fd_sc_hd__dfrtp_1, sky130_fd_sc_hd__a21o_1, sky130_fd_sc_hd__inv_1. The number of cells in the yosys synthesis report is 12. Of the post-synthesis cell area, the dominant cell type holds 0.690. The distinct cell type count after synthesis is 4.

The cell area after technology mapping is 145 um^2. The chip area line of the yosys report is 145 um^2. Of all cell types, the one taking the most synthesized area is sky130_fd_sc_hd__dfrtp_1. Synthesis produced a netlist whose cell count is 12.

Worst setup path
The maximum cell stage delay along the critical path is 0.36 ns. Along the worst path, the maximum fanout reaches 2. Traced cell by cell, the critical path runs through buf_2. According to the timing report, the arrival time at the worst endpoint equals 0.73 ns.

The sort of element at the start of the critical path is a flip-flop. The slowest library cell on the worst path is sky130_fd_sc_hd__dfrtp_1. Counting both buffers and inverters, the worst setup path holds a total of 1. The critical path capture point type is an output port. The gate family responsible for the most delay along the worst path is flip-flops. The path type of the worst setup path is flip-flop to output port.

The data required time reported for the critical path is 0.80 ns.

Final layout
In the layout the commonest cells are sky130_fd_sc_hd__clkdlybuf4s50_1, sky130_fd_sc_hd__buf_4, sky130_fd_sc_hd__a21o_1, sky130_fd_sc_hd__dfrtp_1. The area growth from synthesis to layout is 171%. In the final layout, the share of cells above drive strength 1 is 0.371. Counting only logic cells after layout, the most numerous master is sky130_fd_sc_hd__clkdlybuf4s50_1. The top register by number of flip-flops is xfer_stat. The register with the most flip-flops in the layout has 4 of them. For the completed layout, the total cell area is recorded as 393 um^2. In the final layout, the registers with the most flip-flops are xfer_stat: 4 flops.

Timing
Per the final report, max-transition violations number 0. Setup violations remaining at the end of the flow were counted as 0. Across the routed clock network, the largest skew measured is 0 ns. Looking at the max-slew report, the worst-margin pin has a slew of 0.185 ns.

The normalized max-slew margin is 0.876. The smallest clock period supported by the final layout is computed as 0.927 ns. The post-route fraction of the period consumed by the critical path is 0.927.

Endpoints failing hold in the final report were tallied at 0. In this build the clock could be raised as far as 1.08 GHz. Setup repair after global routing left no endpoint under its margin.

Pwr
In this run the static leakage power is 0.000180 uW. The worst ir drop on vdd is 0.000222 V. After layout, the design draws a total of 481 uW. Total power normalized to cell area comes to 1230 mW/mm^2.

Drt
The overall routed net length is 677 um. The remaining antenna violation count after routing is 0. The final routed DRC violation total is 0. The total via count in the routed design is 162.

The first TritonRoute pass finished after 2 iterations. Per the detail_route report, routed wire per instance is 8.26 um. The number of DRC markers in iteration 0 is 5. The via density per instance is 1.98.

Flow run
The tool flagged a number of max-cap violations equal to 0. Warnings raised by the tools during the run amount to 25.

Hold path
The type of the most critical hold path is input port to async pin.

Global routing
The initial antenna violation count is 1. The via count of the first global-routing pass is 182. Across every metal layer, demand over resource in global routing totals 0.0220. The pin count of the biggest net entering global routing is 5. For this run the aggregate overflow at the end of global routing stands at 0. The first-pass GRT wire length is 938 um.

Floorplanning
Per the OpenROAD floorplan log, the area of the core is 0.00342 mm^2. The overall die size recorded for this design is 0.00640 mm^2. For this configuration, the core starts out at a cell density of 0.0425.

The floorplan step set the die width to 80 um. In this run the count of I/O pins placed on the die edge is 15. The die span in y is 80 um.

The floorplan row count is 21.

Placement
The routability congestion estimate is 0.776. Per the detailed placement report, the placed cell area equals 358 um^2. During placement, the flow inserted port buffers numbering 14.

Status
The flow ran to the end, and the final reports show no timing, DRC or antenna violations.
## per-layer routing
metal	track usage	up-vias	routed length, um	share of wire
li1	-	84	-	-
met1	0.0227	59	290	0.43
met2	0.0112	19	104	0.15
met3	0.0523	0	282	0.42
met4	0.00176	0	0	0
met5	0	-	0	0
## final timing paths
path	start	to	slack [ns]	cells after the start
min	rst_n	xfer_stat[0]$_DFFE_PN0P_	0.16	1
max	xfer_stat[2]$_DFFE_PN0P_	xfer_done[2]	0.07	1
max in group asynchronous	rst_n	xfer_stat[2]$_DFFE_PN0P_	0.68	1
max reg2reg	xfer_stat[1]$_DFFE_PN0P_	xfer_stat[1]$_DFFE_PN0P_	0.11	3
min in group clk0	xfer_done_set[2]	xfer_stat[2]$_DFFE_PN0P_	0.52	2
min reg2reg	xfer_stat[3]$_DFFE_PN0P_	xfer_stat[3]$_DFFE_PN0P_	0.56	2
## stage by stage
stage                     hold slack, ns  TNS (ns)  utilization  setup WS [ns]  std cells
after floorplan                  -0.0956         0            -          0.388         12
after global routing               0.150         0        0.115         0.0356         82
after CTS                          0.160         0        0.119        0.00841         81
final                              0.158         0        0.115         0.0733         82
after global placement             0.416  -0.00929        0.105       -0.00929         74
after detailed placement           0.418   -0.0188        0.105        -0.0188         74
## area by class of cell
class | instances | area [um^2]
Sequential cell | 4 | 100
Fill cell | 398 | 3020
Antenna cell | 1 | 2.50
Timing Repair Buffer | 20 | 165
Clock buffer | 3 | 22.5
Inverter | 3 | 11.3
Multi-Input combinational cell | 5 | 33.8
Tap cell | 46 | 57.6
## power by group
part           leakage, uW  switching (uW)  total (uW)  internal [uW]
combinational     0.000123            20.6        87.9           67.3
sequential       0.0000436            4.93         178            174
clock            0.0000138            79.9         215            135
## what timing repair did
action | in CTS | in global routing
resized | 9 | 3
endpoints found under the setup margin | 4 | 3
setup buffers | 4 | 0
cloned | 0 | 0
pin swaps | 0 | 0
## synthesized netlist by cell type
library cell and count:
sky130_fd_sc_hd__nor2_1 1, sky130_fd_sc_hd__dfrtp_1 4, sky130_fd_sc_hd__a21o_1 4, sky130_fd_sc_hd__inv_1 3
## logic make-up (layout without fill, tap and decap cells)
group	Yosys count	in the layout	share of synthesized area
buffers and inverters	3	26	0.0776
AOI/OAI and AO/OA	4	4	0.207
and+or+nand+nor	1	1	0.0258
DFF	4	4	0.690
other	0	1	0
Power is estimated from default activity; no workload was simulated.
